==> flow/run.sh <==
#!/bin/bash
# OpenROAD 26Q1-2900-gdf79404cd8, Yosys 0.63+post, stock flow scripts
make -C /OpenROAD-flow-scripts/flow DESIGN_CONFIG=/design/flow/config.mk WORK_HOME=/design/flow/orfs finish
==> flow/config.mk <==
export PLATFORM = sky130hd
export DESIGN_NAME = seven_segment_multiplexer_ALU
export DESIGN_NICKNAME = seven_segment_multiplexer_ALU
export VERILOG_FILES = /design/flow/design.v
export SDC_FILE = /design/flow/constraint.sdc
export NUM_CORES = 4
export LEC_CHECK = 1
export CORE_UTILIZATION = 30
==> flow/constraint.sdc <==
current_design seven_segment_multiplexer_ALU

set clk_period 20.0
set clk_io_pct 0.2

create_clock -name clk0 -period $clk_period [get_ports {clk}]

set non_clock_inputs [all_inputs -no_clocks]
set_input_delay [expr $clk_period * $clk_io_pct] -clock clk0 $non_clock_inputs
set_output_delay [expr $clk_period * $clk_io_pct] -clock clk0 [all_outputs]
==> flow/design.v <==
module seven_segment_multiplexer_ALU (
    input wire rst,
    input wire clk,                   
    input wire [15:0] ALUOut,         
    output reg [6:0] display,         
    output reg [3:0] anode                  
);
parameter [6:0] ZERO = 7'b1000000;   
parameter [6:0] ONE = 7'b1111001;    
parameter [6:0] TWO = 7'b0100100;    
parameter [6:0] THREE = 7'b0110000;  
parameter [6:0] FOUR = 7'b0011001;   
parameter [6:0] FIVE = 7'b0010010;   
parameter [6:0] SIX = 7'b0000010;    
parameter [6:0] SEVEN = 7'b1111000;  
parameter [6:0] EIGHT = 7'b0000000;  
parameter [6:0] NINE = 7'b0010000;   
parameter [6:0] OFF = 7'b1110111;    
reg [1:0] digit_counter = 2'b00;  
reg [17:0] counter = 0;   
reg [3:0] bcd[3:0];     
reg [6:0] segments[3:0];    
integer i;
always @* begin
    bcd[0] = ALUOut[3:0];
    bcd[1] = ALUOut[7:4];
    bcd[2] = ALUOut[11:8];
    bcd[3] = ALUOut[15:12];
    for (i = 0; i < 4; i = i + 1) begin
        case (bcd[i])
            4'b0000: segments[i] = ZERO;   
            4'b0001: segments[i] = ONE;    
            4'b0010: segments[i] = TWO;    
            4'b0011: segments[i] = THREE;  
            4'b0100: segments[i] = FOUR;   
            4'b0101: segments[i] = FIVE;   
            4'b0110: segments[i] = SIX;    
            4'b0111: segments[i] = SEVEN;  
            4'b1000: segments[i] = EIGHT;  
            4'b1001: segments[i] = NINE;   
            default: segments[i] = OFF;    
        endcase
    end
    case(digit_counter)
        2'b00: begin
            display = segments[0];   
            anode = 4'b1110;         
        end
        2'b01: begin
            display = segments[1];   
            anode = 4'b1101;         
        end
        2'b10: begin
            display = segments[2];   
            anode = 4'b1011;         
        end
        2'b11: begin
            display = segments[3];   
            anode = 4'b0111;         
        end
        default: begin
            display = OFF;           
            anode = 4'b1111;        
        end
    endcase
end
always @(posedge clk) begin
    counter <= counter + 1;
    if (counter == 100000)
        counter <= 0;
    if (counter % 100 == 0)
        digit_counter <= digit_counter + 1;
end
endmodule
==> flow_metrics.env <==
# source this file to load flow results
export IMPL_top_area_cell="ha_1"
export IMPL_rsz0062_at_grt="false"
export IMPL_simple_gate_area_share_pct=27.3
export IMPL_hold_class="flip-flop to flip-flop"
export IMPL_max_clock_path_buffers=2
export IMPL_log_warning_count=52
export IMPL_portBuffers=27
export IMPL_cp_start_kind="input port"
export IMPL_die_area_mm2=0.0167
export IMPL_outcome="completed"
export IMPL_nFillCells=1728
export IMPL_fp_dieH_um=129
export IMPL_cts_repair_resized=0
export IMPL_worstRegToRegCells=25
export IMPL_vias=4734
export IMPL_grt_ovfl_total=0
export IMPL_synth_top_area_share_pct=8.23
export IMPL_cts_buffers=3
export IMPL_vdd_drop_max_mv=0.0274
export IMPL_grt_max_degree=21
export IMPL_synth_cell_type_count=111
export IMPL_finClkSkew_ps=1.83
export IMPL_drt_iter0_markers=316
export IMPL_seq_area_frac_synth_pct=8.64
export IMPL_finalMaxSlewViolations=0
export IMPL_antenna_left=0
export IMPL_cp_end_kind="output pin"
export IMPL_ys_area_mm2=0.00486
export IMPL_grt_pass1_vias=4073
export IMPL_drive_gt1_share_pct=9.31
export IMPL_fp_util_pct=30.6
export IMPL_max_freq_mhz=97.7
export IMPL_drt_pass1_iter_count=4
export IMPL_place_area_mm2=0.00520
export IMPL_syn_inst=661
export IMPL_post_cts_buffers=0
export IMPL_holdPathStages=1
export IMPL_period_minus_slack_ps=10240
export IMPL_route_detailed_drc=0
export IMPL_gp_congestion=0.889
export IMPL_clkTransAtPathRegs_ps=50
export IMPL_ys_sh_adder_pct=8.64
export IMPL_avgSynthCellArea_um2=7.36
export IMPL_period_used_pct=51.2
export IMPL_setup_viol=0
export IMPL_syn_area_mm2=0.00486
export IMPL_cp_required_ps=16000
export IMPL_flop_cell="dfxtp_1"
export IMPL_routed_via_density=5.44
export IMPL_drt_total_wl_mm=11.5
export IMPL_io_pins=29
export IMPL_leakage_uw=0.00179
export IMPL_hpwl_mm=8.83
export IMPL_ys_sh_mux_pct=4.01
export IMPL_power_density_mw_per_mm2=18.3
export IMPL_cts_hold_buffers=0
export IMPL_crit_fanout=7
export IMPL_ys_sh_xor_pct=5.86
export IMPL_path_class="input port to output pin"
export IMPL_core_area_mm2=0.0159
export IMPL_htree_levels=1
export IMPL_compound_area_share_pct=38.3
export IMPL_antenna_found_initial=0
export IMPL_cap_viol_max_count=0
export IMPL_fp_dieW_um=129
export IMPL_root_buffer="clkbuf_16"
export IMPL_topCombFamilyByArea="AND-OR/OR-AND gates"
export IMPL_synthTopCellsByArea="ha_1 8.2%, dfxtp_1 7.4%, nor2_1 4.9%, o21ai_0 4.7%, xnor2_1 4.5%"
export IMPL_cts_sinks=20
export IMPL_worstPathArrival_ps=6240
export IMPL_edf_count=2
export IMPL_stdcell_area_mm2=0.00528
export IMPL_async_flop_share_pct=0
export IMPL_grt_pass1_wl_mm=19.7
export IMPL_track_usage_pct=14.2
export IMPL_relSlewSlack_pct=53.4
export IMPL_rows=46
export IMPL_antenna_cells=0
export IMPL_synth_warnings=3
export IMPL_clock_latency_ps=250
export IMPL_ys_seq_elements=20
export IMPL_cts_tree="yes"
export IMPL_area_delta_synth_final_pct=8.49
export IMPL_worst_slew_pin_slew_ps=699
export IMPL_wl_per_cell_um=13.2
export IMPL_setup_tns_ps=0
export IMPL_ys_cells=661
export IMPL_finalHoldViolations=0
## flip-flops by register name, summed over array words and instances, names as in the netlist
register	count
counter	18
digit_counter	2
## layer usage
metal | routed length [µm] | share of wire, % | global-route usage (%) | up-vias
li1 | - | - | - | 2462
met5 | 0 | 0 | 0 | -
met4 | 17 | 0.15 | 0.277 | 0
met2 | 5070 | 44 | 22.2 | 96
met1 | 6020 | 52 | 22.4 | 2174
met3 | 413 | 3.6 | 1.01 | 2
## final timing paths
path / start / end / slack, ps
setup / recovery: ALUOut[13] / display[3] / 9760
hold reg to reg: counter[0]$_SDFF_PN0_ / counter[0]$_SDFF_PN0_ / 470
hold / removal: counter[0]$_SDFF_PN0_ / counter[0]$_SDFF_PN0_ / 470
setup reg to reg: counter[17]$_SDFF_PN0_ / digit_counter[0]$_DFFE_PN_ / 11600
## power by group
part | switching, µW | total (µW) | internal [µW] | leakage, µW
registers | 0 | 40.4 | 40.4 | 0.000168
clock network | 13.3 | 39.8 | 26.6 | 0.0000385
logic | 8.94 | 16.1 | 7.15 | 0.00158
## cell usage after synthesis (4+ instances only)
cell type,number
nand3_1,27
dfxtp_1,18
nor4_1,7
mux2i_1,12
a211oi_1,6
a21o_1,10
and2_1,5
nand2b_1,13
a31oi_1,4
and3_1,11
a22oi_1,5
ha_1,32
nand4_1,7
o221ai_1,6
nor2_1,64
or2_1,4
o22ai_1,7
nand2_1,56
a21oi_1,41
o211ai_1,12
buf_4,4
nor2b_1,7
clkbuf_1,21
o21ai_0,46
xnor2_1,25
o21a_1,8
o31ai_1,6
buf_6,6
inv_1,36
a211o_1,6
nor3_1,16
## worst max-delay path, cell delays in order
cell and delay (ps):
clkdlybuf4s50_1 630, inv_1 140, ha_1 310, a2111oi_0 410, nor4_1 110, a21oi_1 150, clkdlybuf4s50_1 480
## cell usage in the layout, fill, tap and decap left out, types with 13 or more instances in the layout
cell type,n
a21oi_1,41
clkdlybuf4s50_1,27
dfxtp_1,18
ha_1,32
inv_1,36
nand2_1,56
nand2b_1,13
nand3_1,27
nor2_1,64
nor3_1,16
o21ai_0,46
xnor2_1,25
## layout make-up
cell class	instances	area (µm²)	area share, %
clock buffers	3	75.1	1.42
clock inverters	1	3.75	0.0711
inverters	38	143	2.70
multi-input cells	566	4100	77.6
flip-flops and latches	20	420	7.97
well taps	216	270	5.12
repair buffers	27	270	5.12
## through the flow
| stage | setup slack (ps) | total power, µW | hold WS (ps) | util [%] | std cells |
|---|---|---|---|---|---|
| final | 9760 | 96.3 | 470 | 33.2 | 871 |
| after global routing | 9620 | 102 | 512 | 33.2 | 871 |
| after CTS | 9770 | 97.7 | 485 | 33.2 | 871 |
| after detailed placement | 9780 | 57.3 | 453 | 32.7 | 867 |
| after global placement | 9790 | 57.4 | 447 | 32.7 | 867 |
| after floorplan | 11070 | 51.0 | 430 | - | 661 |
## cell families after synthesis
group	after synthesis
AND/OR/NAND/NOR	248
buffers and inverters	75
XOR/XNOR	30
multiplexers	18
AND-OR/OR-AND	236
adder cells (fa/ha/maj)	34
flip-flops	20
No activity file was given, so power comes from the tool's default toggle rates.
