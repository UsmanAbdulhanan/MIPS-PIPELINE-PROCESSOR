$ cat flow/config.mk
export PLATFORM = sky130hd
export DESIGN_NAME = ID_IE_stateReg
export DESIGN_NICKNAME = ID_IE_stateReg
export VERILOG_FILES = /design/flow/design.v
export SDC_FILE = /design/flow/constraint.sdc
export NUM_CORES = 4
export LEC_CHECK = 1
export CORE_AREA = 10 10 195 195
export DIE_AREA = 0 0 205 205
$ cat flow/constraint.sdc
current_design ID_IE_stateReg

set clk_period 1.0
set clk_io_pct 0.2

create_clock -name clk0 -period $clk_period [get_ports {clk}]

set non_clock_inputs [all_inputs -no_clocks]
set_input_delay [expr $clk_period * $clk_io_pct] -clock clk0 $non_clock_inputs
set_output_delay [expr $clk_period * $clk_io_pct] -clock clk0 [all_outputs]
$ cat flow/design.v
module ID_IE_stateReg(
    input regwrite_in,
    input memtoreg_in,
    output reg regwrite_out,
    output reg memtoreg_out,
    input branch_in,
    input memread_in,
    input memwrite_in,
    output reg branch_out,
    output reg memread_out,
    output reg memwrite_out,
    input reg_dest_in,
    input alusrc_in,
    output reg reg_dest_out,
    output reg alusrc_out,
    input [1:0] aluop_in,
    output reg [1:0] aluop_out,
    input [31:0] pc_plus4_in,
    output reg [31:0] pc_plus4_out,
    input [31:0] reg_read_data_1_in,
    input [31:0] reg_read_data_2_in,
    input [31:0] immi_sign_extended_in,
    output reg [31:0] reg_read_data_1_out,
    output reg [31:0] reg_read_data_2_out,
    output reg [31:0] immi_sign_extended_out,
    input [4:0] if_id_registerrt_in,
    input [4:0] if_id_registerrd_in,
    input [4:0] if_id_registerrS_in,
    output reg [4:0] if_id_register_rt_out,
    output reg [4:0] if_id_register_rd_out,
    output reg [4:0] if_id_register_rs_out,
    input [5:0] if_id_funct_in,
    output reg [5:0] if_id_funct_out,
    input clk,
    input reset,
	 input br_taken
);
    always @(posedge clk or posedge reset or posedge br_taken ) begin
        if (reset) begin
            regwrite_out <= 0;
            memtoreg_out <= 0;
            branch_out <= 0;
            memread_out <= 0;
            memwrite_out <= 0;
            reg_dest_out <= 0;
            alusrc_out <= 0;
            aluop_out <= 2'b00;
            pc_plus4_out <= 32'b0;
            reg_read_data_1_out <= 32'b0;
            reg_read_data_2_out <= 32'b0;
            immi_sign_extended_out <= 32'b0;
            if_id_register_rt_out <= 5'b0;
            if_id_register_rd_out <= 5'b0;
            if_id_funct_out <= 6'b0;
				if_id_register_rs_out <= 0;
				end
			 else if (br_taken) begin
            regwrite_out <= 0;
            memtoreg_out <= 0;
            branch_out <= 0;
            memread_out <= 0;
            memwrite_out <= 0;
            reg_dest_out <= 0;
            alusrc_out <= 0;
            aluop_out <= 2'b00;
            pc_plus4_out <= 32'b0;
            reg_read_data_1_out <= 32'b0;
            reg_read_data_2_out <= 32'b0;
            immi_sign_extended_out <= 32'b0;
            if_id_register_rt_out <= 5'b0;
            if_id_register_rd_out <= 5'b0;
            if_id_funct_out <= 6'b0;
				if_id_register_rs_out <= 0;
        end else begin
            regwrite_out <= regwrite_in;
            memtoreg_out <= memtoreg_in;
            branch_out <= branch_in;
            memread_out <= memread_in;
            memwrite_out <= memwrite_in;
            reg_dest_out <= reg_dest_in;
            alusrc_out <= alusrc_in;
            aluop_out <= aluop_in;
            pc_plus4_out <= pc_plus4_in;
            reg_read_data_1_out <= reg_read_data_1_in;
            reg_read_data_2_out <= reg_read_data_2_in;
            immi_sign_extended_out <= immi_sign_extended_in;
            if_id_register_rt_out <= if_id_registerrt_in;
            if_id_register_rd_out <= if_id_registerrd_in;
            if_id_funct_out <= if_id_funct_in;
				if_id_register_rs_out <= if_id_registerrS_in;
        end
    end
endmodule
$ cat flow/run.sh
#!/bin/bash
# OpenROAD 26Q1-2900-gdf79404cd8, Yosys 0.63+post, stock flow scripts
make -C /OpenROAD-flow-scripts/flow DESIGN_CONFIG=/design/flow/config.mk WORK_HOME=/design/flow/orfs finish
==> job_summary.md <==
### Metrics collected by this job

| Metric | Value |
|---|---|
| Outcome | `finished with violations` |
| Violated checks | `negative setup slack` |
| Peak per-stage delay on the critical path | `around 360 ps` |
| Hold path startpoint | `reg_read_data_2_in[31]` |
| GRT overflow | `0` |
| Clock power share | `45.1%` |
| Yosys Warn Count | `1` |
| # rows | `67` |
| Core Area | `33600 um^2` |
| Die height | `just over 200 um` |
| RSZ-0062 raised after global routing | `true` |
| Most instantiated logic cells after routing | `160 x clkdlybuf4s50_1, 158 x dfrtp_1, 158 x buf_2, 17 x clkbuf_16, 16 x buf_4` |
| Clock Tree Buf Depth | `2` |
| Measured slew at the worst slew-check pin | `approximately 200 ps` |
| Cycle use final | `113%` |
| Comb pwr share | `8.0%` |
| Cell family with most CP delay | `flip-flops` |
| CTS tree | `done` |
| Ports | `about 320` |
| Post-Syn Area | `3960 um^2` |
| Clk sinks | `158` |
| Setup crit end kind | `output pin` |
| Flop pwr share | `46.9%` |
| Routability cong. | `between 0.7 and 0.8` |
| Fin. max-slew vios | `0` |
| # fillers | `3558` |
| Final ANT Viol Nets | `0` |
| OpenROAD warnings | `28` |
| Normalized max-slew margin | `roughly 87%` |
| Power Internal | `11.1 mW` |
| Seq/Total Area, Yosys | `99.9%` |
| First-pass GRT wire length | `20.9 mm` |
| Post-route insts no fill | `980` |
| Cell count in the Yosys report | `between 150 and 200` |
| Netlist cell types | `2` |
| Setup Crit Path Kind | `reg2out` |
| Initial DRT Pass Iterations | `4` |
| Setup TNS | `-15830 ps` |
| Root Driver | `clkbuf_16` |
| Mean Syn Cell Area | `24.9 um^2` |
| Dpl ws | `-39.9 ps` |
| H-Tree Depth | `4` |
| Maximum clock rate | `about 0.9 GHz` |
| YS chip area | `3960 um^2` |
| Vias in the first global route | `3107` |
| Vias per cell | `about 2.8` |
| Crit path max fanout | `1` |
| Post-DP HPWL | `around 12 mm` |
| PwrDens | `1860 nW/um^2` |
| Routed WL | `about 15 mm` |
| Worst VDD drop | `0.00111 V` |
| Leakage power | `3.60 nW` |
| Core Util, Final | `23.0%` |
| Arr. time, crit path | `930 ps` |
| Slowest cell on crit path | `dfrtp_1` |
| Worst min path class | `in2reg` |
| Post-DR wirelength/cell | `15.0 um` |
| DR iter-0 viols | `36` |
| WP buf/inv | `1` |
| Crit start category | `flip-flop` |
| Post-CTS Setup Bufs | `0` |
| Final Hold Fails | `0` |
| Synth flops | `around 160` |
| DRC Markers | `0` |
| Total Routing Usage GR | `6.75%` |
| Most numerous logic cell after layout | `clkdlybuf4s50_1` |
| Cell area after layout | `7740 um^2` |
| TritonCTS buffer count | `17` |
| Worst setup margin | `-126 ps` |
| DP Cell Count | `946` |
| Hold Crit Depth | `1` |
| Vias | `2706` |
| Setup violators final | `158` |
| Crit path cell chain | `buf_2` |
| Die width | `205 um` |
| Minimum clock period after layout | `between 1000 and 1500 ps` |
| Power Total | `~14 mW` |
| Antenna violations before repair | `3` |
| Worst-path clk slew | `70 ps` |
| Sw Pwr | `3.34 mW` |
| Area Overhead vs Synth | `95.6%` |
| Pin count of the biggest net entering global routing | `22` |
| # port buffers | `318` |
| FP Util | `between 10% and 20%` |
| Worst hold slack | `197 ps` |
| CP Data Required Time | `800 ps` |
| Max cap viols | `0` |
| Hold Path End | `reg_read_data_2_out[31]$_DFF_PP0_` |
| Post-Syn Instances | `159` |
| Switching part of the total power | `23.1%` |
| Layout cells sized above 1 | `40.0%` |
| Placement Cell Area | `7930 um^2` |
| Die ar. | `42000 um^2` |
worst max path at each step:
stage,start,endpoint,slack (ps),depth (start not counted)
CTS,immi_sign_extended_out[17]$_DFF_PP0_,immi_sign_extended_out[17],-180,1
finish,if_id_register_rd_out[4]$_DFF_PP0_,if_id_register_rd_out[4],-130,1
global route,if_id_register_rd_out[4]$_DFF_PP0_,if_id_register_rd_out[4],-190,1
cells in the mapped netlist, drive strengths merged:
cell type  number  area share [%]
dfrtp         158             100
nor2            1           0.095
timing repair:
item,in CTS,in global routing
pin swaps,0,0
gates resized,500,0
hold buffers,0,0
gates cloned,0,0
setup endpoints to repair,158,158
metal layers:
metal	wire, um	up-vias	GRT usage (%)
li1	-	1216	-
met1	5300	1301	7.67
met2	6960	176	10.6
met3	2180	11	4.53
met4	207	2	0.945
met5	9	-	0
area by class of cell:
type / instances / area [um^2] / share of cell area, %
Antenna cell: 2 / 5.00 / 0.0646
Sequential cell: 158 / 3950 / 51.1
Tap cell: 448 / 561 / 7.24
Timing Repair Buffer: 339 / 2610 / 33.7
Clock buffer: 17 / 425 / 5.49
Clock inverter: 15 / 174 / 2.25
Multi-Input combinational cell: 1 / 11.3 / 0.145
registers in the layout, indices dropped and copies added (netlist names):
signal	cells
immi_sign_extended_out	32
pc_plus4_out	32
reg_read_data_1_out	32
reg_read_data_2_out	32
if_id_funct_out	6
if_id_register_rd_out	5
if_id_register_rs_out	5
if_id_register_rt_out	5
aluop_out	2
alusrc_out	1
branch_out	1
memread_out	1
memtoreg_out	1
memwrite_out	1
reg_dest_out	1
regwrite_out	1
power groups by stage:
stage / clock, mW / combinational, mW / sequential (mW)
CTS: 6.86 / 1.20 / 6.78
global route: 7.10 / 1.28 / 6.80
finish: 6.51 / 1.15 / 6.77
logic make-up (layout without fill, tap and decap cells):
family	after synthesis	in the layout	share of synthesized area (%)
other	0	2	0
DFF	158	158	99.9
and+or+nand+nor	1	1	0.0948
buffers and inverters	0	371	0
No activity file was given, so power comes from the tool's default toggle rates.
