`flow/run.sh`:
```
#!/bin/bash
# OpenROAD 26Q1-2900-gdf79404cd8, Yosys 0.63+post, stock flow scripts
make -C /OpenROAD-flow-scripts/flow DESIGN_CONFIG=/design/flow/config.mk WORK_HOME=/design/flow/orfs finish
```
`flow/config.mk`:
```
export PLATFORM = sky130hd
export DESIGN_NAME = binary_to_bcd
export DESIGN_NICKNAME = binary_to_bcd
export VERILOG_FILES = /design/flow/design.v
export SDC_FILE = /design/flow/constraint.sdc
export NUM_CORES = 4
export LEC_CHECK = 1
export CORE_AREA = 10 10 98 98
export DIE_AREA = 0 0 108 108
```
`flow/constraint.sdc`:
```
current_design binary_to_bcd

set clk_period 12.7
set clk_io_pct 0.2

create_clock -name clk0 -period $clk_period

set non_clock_inputs [all_inputs -no_clocks]
set_input_delay [expr $clk_period * $clk_io_pct] -clock clk0 $non_clock_inputs
set_output_delay [expr $clk_period * $clk_io_pct] -clock clk0 [all_outputs]
```
`flow/design.v`:
```
`timescale 1ns / 1ps
module binary_to_bcd(
   input [15:0] bin,    
   output reg [15:0] bcd
   );
integer i;
always @(bin) begin
    bcd=0;		 	
    for (i=0;i<14;i=i+1) begin					 
        if (bcd[3:0] >= 5) bcd[3:0] = bcd[3:0] + 3;		 
	if (bcd[7:4] >= 5) bcd[7:4] = bcd[7:4] + 3;
	if (bcd[11:8] >= 5) bcd[11:8] = bcd[11:8] + 3;
	if (bcd[15:12] >= 5) bcd[15:12] = bcd[15:12] + 3;
	bcd = {bcd[14:0],bin[13-i]};				 
    end
end
endmodule
```
==> results_dict.tcl <==
# flow metrics
set metrics [dict create \
    hold_start "bin[0]" \
    ys_area_um2 3980 \
    rsz0062_at_grt "yes" \
    totalWireLength_mm 16.3 \
    nClkBuffers 0 \
    fin_ws_ps -605 \
    n_antenna_cell 0 \
    fp_util_pct 52.0 \
    cap_violations 0 \
    synth_warnings 1 \
    hold_path_class "in -> out" \
    antenna_found_initial 0 \
    vias 5696 \
    grt-ovfl-total 0 \
    ys_seq_share_pct 0 \
    start_kind "input pin" \
    num_io_pins 32 \
    synth_cells 567 \
    arrival_ps 10760 \
    syn_avg_cell_area_um2 7.01 \
    fp.dieW_um 108 \
    aoi_share_pct 44.8 \
    fmax_ghz 0.0752 \
    fin_crit_sh_pct 105 \
    ys_sh_simple_pct 25.2 \
    path_class "in -> out" \
    drt_first_iter_violations 373 \
    violations "setup timing" \
    synth.logic.top_family "AND-OR/OR-AND gates" \
    die_h_um 108 \
    finalHoldViolCount 0 \
    grt_usage_pct 21.3 \
    worst_pin_slew_ps 760 \
    row_count 32 \
    crit_start "bin[12]" \
    crit_path_frequent_cell "ha_4" \
    core_region_area_um2 7650 \
    gp_congestion 0.938 \
    wl_per_cell_um 18.0 \
    fp.dieArea_um2 11700 \
    dp_hpwl_mm 8.82 \
    setup_viol 10 \
    dp.cells 854 \
    outcome "complete, but fails checks" \
    dpl_worst_slack_ps -1020 \
    drv_slew 0 \
    mux_share_pct 9.00 \
    postLayoutCoreUtil_pct 86.6 \
    layout_top_cell "buf_4" \
    layout_top_cells "222 x buf_4, 53 x nor2_1, 36 x nand2_1, 29 x a21oi_1, 21 x o21ai_0" \
    grt_pass1_wl_mm 22.1 \
    warnings 44 \
    setup_tns_ps -4270 \
    maxSlewHeadroom_pct 49.1 \
    ys_types 104 \
    postRouteAntennaNets 0 \
    min_period_ps 13300 \
    fin_cells 905 \
    critPathRequiredTime_ps 10160 \
    endpoint_kind "primary output" \
    ys_sh_adder_pct 7.77 \
    viasPerCell 6.29 \
    ff_count 0 \
    critical-path-max-stage-delay_ps 440 \
    register_area_um2 0 \
    portBuffers 28 \
    netlist_area_um2 3980 \
    drc 0 \
    drive_above_1_share_pct 48.9 \
    grt_pass1_vias 4918 \
    xor_share_pct 6.20 \
    yosys_cells 567 \
    first_pass_iters 5 \
    ctsHoldBuffers 0 \
    cp_slowest_cell "or4_4" \
    cp_max_fo 10 \
    grt_max_degree 23 \
    area_growth_pct 66.5 \
]
-- cell usage after synthesis, types with 4 or more instances --
| library cell | n | area (um^2) |
|---|---|---|
| nor2_1 | 58 | 218 |
| nand2_1 | 41 | 154 |
| a21oi_1 | 36 | 180 |
| inv_1 | 29 | 109 |
| o21ai_0 | 24 | 120 |
| ha_1 | 23 | 288 |
| mux2i_1 | 22 | 220 |
| nand3_1 | 17 | 85.1 |
| clkbuf_1 | 16 | 60.1 |
| nor3_1 | 16 | 80.1 |
| o211ai_1 | 13 | 97.6 |
| xnor2_1 | 12 | 105 |
| a211oi_1 | 11 | 82.6 |
| a31oi_1 | 11 | 68.8 |
| o22ai_1 | 11 | 68.8 |
| a21o_1 | 9 | 67.6 |
| nor2b_1 | 9 | 56.3 |
| and2_1 | 7 | 43.8 |
| buf_2 | 7 | 35.0 |
| mux2_2 | 7 | 78.8 |
| nand2b_1 | 7 | 43.8 |
| o211a_1 | 7 | 70.1 |
| nor4_1 | 6 | 37.5 |
| o21ai_1 | 6 | 30.0 |
| and3_1 | 5 | 31.3 |
| o221ai_1 | 5 | 43.8 |
| or3_1 | 5 | 31.3 |
| a21oi_2 | 4 | 35.0 |
| a22o_1 | 4 | 35.0 |
| buf_6 | 4 | 45.0 |
| o21a_1 | 4 | 30.0 |
| o21ai_2 | 4 | 35.0 |
| o22a_1 | 4 | 35.0 |
| o31a_1 | 4 | 35.0 |
| o31ai_1 | 4 | 30.0 |
-- metal layers --
metal / GRT usage, % / routed length (um)
met1: 31.2 / 7190
met2: 34.8 / 7110
met3: 1.14 / 1640
met4: 2.00 / 366
met5: 0 / 0
-- stage by stage --
stage | instance area [um^2] | hold WS [ps]
after floorplan | 4220 | 5110
after global placement | 5860 | 5080
after detailed placement | 5860 | 5080
after CTS | 6330 | 5080
after global routing | 6620 | 5080
final | 6620 | 5080
-- final timing paths --
path       to  slack (ps)  cells past startpoint
max   bcd[11]        -600                     52
min    bcd[0]        5080                      0
-- worst max-delay path: cells and delay by family --
kind	cells	cell delay (ps)
muxes	3	590
adders and majority gates	8	1320
xor gates and xnor gates	2	350
buffers and inverters	15	1670
AOI/OAI and AO/OA	14	2390
and+or+nand+nor	10	1850
-- layout make-up --
cell class,count,area (um^2)
Multi-Input combinational cell,505,4270
Timing Repair Buffer,264,2080
Fill cell,338,1030
Inverter,34,143
Tap cell,102,128
-- logic make-up (layout without fill, tap and decap cells) --
group | Yosys count | in the layout
XOR/XNOR | 21 | 21
buffers and inverters | 62 | 298
multiplexers | 33 | 33
AND-OR/OR-AND | 228 | 228
adder cells (fa/ha/maj) | 25 | 25
AND/OR/NAND/NOR | 198 | 198
-- what timing repair did --
item / in CTS / in global routing
endpoints found under the setup margin: 11 / 11
pin swaps: 51 / 38
buffers inserted: 35 / 17
resized: 70 / 62
cloned: 0 / 0
